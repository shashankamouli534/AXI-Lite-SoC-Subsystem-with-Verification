`flow/config.mk`:
```
export PLATFORM = sky130hd
export DESIGN_NAME = top_soc
export DESIGN_NICKNAME = top_soc
export VERILOG_FILES = /design/flow/design.v
export SDC_FILE = /design/flow/constraint.sdc
export NUM_CORES = 4
export LEC_CHECK = 1
export CORE_UTILIZATION = 50
```
`flow/constraint.sdc`:
```
current_design top_soc

set clk_period 6.3
set clk_io_pct 0.2

create_clock -name clk0 -period $clk_period [get_ports {ACLK}]

set non_clock_inputs [all_inputs -no_clocks]
set_input_delay [expr $clk_period * $clk_io_pct] -clock clk0 $non_clock_inputs
set_output_delay [expr $clk_period * $clk_io_pct] -clock clk0 [all_outputs]
```
`flow/design.v`:
```
package axi_params_pkg;
    parameter int AXI_ADDR_WIDTH = 32;
    parameter int AXI_DATA_WIDTH = 32;
    parameter int AXI_STRB_WIDTH = AXI_DATA_WIDTH / 8;
    typedef enum logic [1:0] {
        AXI_RESP_OKAY   = 2'b00,
        AXI_RESP_EXOKAY = 2'b01,  
        AXI_RESP_SLVERR = 2'b10,
        AXI_RESP_DECERR = 2'b11
    } axi_resp_t;
    parameter logic [AXI_ADDR_WIDTH-1:0] REG_CTRL_OFFSET     = 32'h0000_0000;
    parameter logic [AXI_ADDR_WIDTH-1:0] REG_STATUS_OFFSET   = 32'h0000_0004;
    parameter logic [AXI_ADDR_WIDTH-1:0] REG_DATA_IN_OFFSET  = 32'h0000_0008;
    parameter logic [AXI_ADDR_WIDTH-1:0] REG_DATA_OUT_OFFSET = 32'h0000_000C;
    parameter int CTRL_ENABLE_BIT = 0;
    parameter int STATUS_BUSY_BIT = 0;
    localparam int WORD_ADDR_LSB = 2;  
endpackage
module addr_decode (
    input  logic [31:0] addr,
    output logic        sel_ctrl,
    output logic        sel_status,
    output logic        sel_data_in,
    output logic        sel_data_out,
    output logic        addr_valid
);
    always_comb begin
        sel_ctrl     = 1'b0;
        sel_status   = 1'b0;
        sel_data_in  = 1'b0;
        sel_data_out = 1'b0;
        addr_valid   = 1'b1;
        if (addr[1:0] != 2'b00) begin
            addr_valid = 1'b0;
        end else begin
            case (addr[5:2])
                4'h0: sel_ctrl     = 1'b1;  
                4'h1: sel_status   = 1'b1;  
                4'h2: sel_data_in  = 1'b1;  
                4'h3: sel_data_out = 1'b1;  
                default: addr_valid = 1'b0;
            endcase
        end
    end
endmodule
module axi_lite_slave #(
    parameter ADDR_WIDTH = 32,
    parameter DATA_WIDTH = 32
)(
    input  logic                  ACLK,
    input  logic                  ARESETN,
    output logic                  ctrl_enable,
    output logic [DATA_WIDTH-1:0] data_in,
    input  logic                  status_busy,
    input  logic [DATA_WIDTH-1:0] data_out,
    input  logic                  AWVALID,
    output logic                  AWREADY,
    input  logic [ADDR_WIDTH-1:0] AWADDR,
    input  logic                  WVALID,
    output logic                  WREADY,
    input  logic [DATA_WIDTH-1:0] WDATA,
    output logic                  BVALID,
    input  logic                  BREADY,
    output logic [1:0]            BRESP,
    input  logic                  ARVALID,
    output logic                  ARREADY,
    input  logic [ADDR_WIDTH-1:0] ARADDR,
    output logic                  RVALID,
    input  logic                  RREADY,
    output logic [DATA_WIDTH-1:0] RDATA,
    output logic [1:0]            RRESP
);
    logic [ADDR_WIDTH-1:0] aw_addr;
    logic [ADDR_WIDTH-1:0] ar_addr;
    logic [DATA_WIDTH-1:0] wdata;
    logic aw_seen;
    logic w_seen;
    logic wr_en;
    logic rd_en;
    logic wr_addr_valid;
    logic rd_addr_valid;
    logic [DATA_WIDTH-1:0] reg_rdata;
    logic wr_sel_ctrl, wr_sel_status, wr_sel_data_in, wr_sel_data_out;
    addr_decode u_wr_decode (
        .addr        (aw_addr),
        .sel_ctrl    (wr_sel_ctrl),
        .sel_status  (wr_sel_status),
        .sel_data_in (wr_sel_data_in),
        .sel_data_out(wr_sel_data_out),
        .addr_valid  (wr_addr_valid)
    );
    logic rd_sel_ctrl, rd_sel_status, rd_sel_data_in, rd_sel_data_out;
    addr_decode u_rd_decode (
        .addr        (ar_addr),
        .sel_ctrl    (rd_sel_ctrl),
        .sel_status  (rd_sel_status),
        .sel_data_in (rd_sel_data_in),
        .sel_data_out(rd_sel_data_out),
        .addr_valid  (rd_addr_valid)
    );
    reg_block u_regblock (
        .clk             (ACLK),
        .rst_n           (ARESETN),
        .wr_en           (wr_en),
        .wdata           (wdata),
        .wr_sel_ctrl     (wr_sel_ctrl),
        .wr_sel_data_in  (wr_sel_data_in),
        .rd_en           (rd_en),
        .rd_sel_ctrl     (rd_sel_ctrl),
        .rd_sel_status   (rd_sel_status),
        .rd_sel_data_in  (rd_sel_data_in),
        .rd_sel_data_out (rd_sel_data_out),
        .status_busy     (status_busy),
        .ip_data_out     (data_out),
        .rdata           (reg_rdata),
        .ctrl_enable     (ctrl_enable),
        .data_in         (data_in)
    );
    always_ff @(posedge ACLK or negedge ARESETN) begin
        if (!ARESETN) begin
            AWREADY <= 1'b1;
            WREADY  <= 1'b1;
            BVALID  <= 1'b0;
            BRESP   <= 2'b00;
            aw_seen <= 1'b0;
            w_seen  <= 1'b0;
            wr_en   <= 1'b0;
            aw_addr <= '0;
            wdata   <= '0;
        end else begin
            wr_en <= 1'b0;
            AWREADY <= !aw_seen && !BVALID;
            WREADY  <= !w_seen  && !BVALID;
            if (AWVALID && AWREADY) begin
                aw_addr <= AWADDR;
                aw_seen <= 1'b1;
            end
            if (WVALID && WREADY) begin
                wdata  <= WDATA;
                w_seen <= 1'b1;
            end
            if (aw_seen && w_seen && !BVALID) begin
                wr_en  <= 1'b1;
                BVALID <= 1'b1;
                BRESP  <= wr_addr_valid ? 2'b00 : 2'b10;  
                aw_seen <= 1'b0;
                w_seen  <= 1'b0;
            end
            if (BVALID && BREADY) begin
                BVALID <= 1'b0;
            end
        end
    end
    always_ff @(posedge ACLK or negedge ARESETN) begin
        if (!ARESETN) begin
            ARREADY <= 1'b1;
            RVALID  <= 1'b0;
            RDATA   <= '0;
            RRESP   <= 2'b00;
            rd_en   <= 1'b0;
            ar_addr <= '0;
        end else begin
            rd_en <= 1'b0;
            ARREADY <= !RVALID || (RVALID && RREADY);
            if (ARVALID && ARREADY) begin
                ar_addr <= ARADDR;
                rd_en   <= 1'b1;
                RVALID  <= 1'b1;
            end
            if (rd_en) begin
                RDATA <= reg_rdata;
                RRESP <= rd_addr_valid ? 2'b00 : 2'b10;  
            end
            if (RVALID && RREADY) begin
                RVALID <= 1'b0;
            end
        end
    end
endmodule
module custom_ip #(
    parameter DATA_WIDTH = 32,
    parameter LATENCY    = 4
)(
    input  logic                  clk,
    input  logic                  rst_n,
    input  logic                  ctrl_enable,
    input  logic [DATA_WIDTH-1:0] data_in,
    output logic                  status_busy,
    output logic [DATA_WIDTH-1:0] data_out
);
    logic [$clog2(LATENCY+1)-1:0] cnt;
    logic                         active;
    always_ff @(posedge clk or negedge rst_n) begin
        if (!rst_n) begin
            cnt         <= '0;
            active      <= 1'b0;
            status_busy <= 1'b0;
            data_out    <= '0;
        end else begin
            if (ctrl_enable && !active) begin
                active      <= 1'b1;
                status_busy <= 1'b1;
                cnt         <= '0;
            end
            if (active) begin
                cnt <= cnt + 1'b1;
                if (cnt == LATENCY-1) begin
                    active      <= 1'b0;
                    status_busy <= 1'b0;
                    data_out <= data_in + 32'h10;
                end
            end
        end
    end
endmodule
module reg_block (
    input  logic        clk,
    input  logic        rst_n,
    input  logic        wr_en,
    input  logic [31:0] wdata,
    input  logic        wr_sel_ctrl,
    input  logic        wr_sel_data_in,
    input  logic        rd_en,
    input  logic        rd_sel_ctrl,
    input  logic        rd_sel_status,
    input  logic        rd_sel_data_in,
    input  logic        rd_sel_data_out,
    input  logic        status_busy,
    input  logic [31:0] ip_data_out,
    output logic [31:0] rdata,
    output logic        ctrl_enable,
    output logic [31:0] data_in
);
    always_ff @(posedge clk or negedge rst_n) begin
        if (!rst_n) begin
            ctrl_enable <= 1'b0;
            data_in     <= 32'b0;
        end else if (wr_en) begin
            if (wr_sel_ctrl)
                ctrl_enable <= wdata[0];
            if (wr_sel_data_in)
                data_in <= wdata;
        end
    end
    always_comb begin
        rdata = 32'b0;
        if (rd_en) begin
            unique case (1'b1)
                rd_sel_ctrl:
                    rdata = {31'b0, ctrl_enable};
                rd_sel_status:
                    rdata = {31'b0, status_busy};
                rd_sel_data_in:
                    rdata = data_in;
                rd_sel_data_out:
                    rdata = ip_data_out;
                default:
                    rdata = 32'hDEADBEEF;  
            endcase
        end
    end
endmodule
module top_soc #(
    parameter ADDR_WIDTH = 32,
    parameter DATA_WIDTH = 32
)(
    input  logic                  ACLK,
    input  logic                  ARESETN,
    input  logic                  AWVALID,
    output logic                  AWREADY,
    input  logic [ADDR_WIDTH-1:0] AWADDR,
    input  logic                  WVALID,
    output logic                  WREADY,
    input  logic [DATA_WIDTH-1:0] WDATA,
    output logic                  BVALID,
    input  logic                  BREADY,
    output logic [1:0]            BRESP,
    input  logic                  ARVALID,
    output logic                  ARREADY,
    input  logic [ADDR_WIDTH-1:0] ARADDR,
    output logic                  RVALID,
    input  logic                  RREADY,
    output logic [DATA_WIDTH-1:0] RDATA,
    output logic [1:0]            RRESP
);
    logic        ctrl_enable;
    logic [31:0] data_in;
    logic        status_busy;
    logic [31:0] data_out;
    axi_lite_slave #(
        .ADDR_WIDTH (ADDR_WIDTH),
        .DATA_WIDTH (DATA_WIDTH)
    ) u_axi_slave (
        .ACLK       (ACLK),
        .ARESETN    (ARESETN),
        .AWVALID    (AWVALID),
        .AWREADY    (AWREADY),
        .AWADDR     (AWADDR),
        .WVALID     (WVALID),
        .WREADY     (WREADY),
        .WDATA      (WDATA),
        .BVALID     (BVALID),
        .BREADY     (BREADY),
        .BRESP      (BRESP),
        .ARVALID    (ARVALID),
        .ARREADY    (ARREADY),
        .ARADDR     (ARADDR),
        .RVALID     (RVALID),
        .RREADY     (RREADY),
        .RDATA      (RDATA),
        .RRESP      (RRESP),
        .ctrl_enable(ctrl_enable),
        .data_in    (data_in),
        .status_busy(status_busy),
        .data_out   (data_out)
    );
    custom_ip #(
        .DATA_WIDTH (DATA_WIDTH),
        .LATENCY    (4)
    ) u_custom_ip (
        .clk         (ACLK),
        .rst_n       (ARESETN),
        .ctrl_enable (ctrl_enable),
        .data_in     (data_in),
        .status_busy (status_busy),
        .data_out    (data_out)
    );
endmodule
```
`flow/run.sh`:
```
#!/bin/bash
# OpenROAD 26Q1-2900-gdf79404cd8, Yosys 0.63+post, stock flow scripts
make -C /OpenROAD-flow-scripts/flow DESIGN_CONFIG=/design/flow/config.mk WORK_HOME=/design/flow/orfs finish
```
==> Slide: Implementation Results <==
Synthesis and Place & Route Summary

Outcome
  – Outcome: finished, final reports clean

Timing
  – Clock period minus final worst setup slack: 2667 ps
  – Max Clock Freq: 374.9 MHz
  – Final worst path period share: 0.4234
  – Number of setup violations in the final report: 0
  – Final hold violation count: 0
  – Setup TNS: 0 ps
  – Worst clock skew: 5.788 ps
  – Unrepaired setup endpoints after global routing: false
  – Max-slew violation count: 0
  – Transition at the pin with the smallest max-transition slack: 754.7 ps
  – Max-slew headroom at the worst pin: 0.4969

Global route
  – Tot GR Track Use: 0.2158
  – Largest net degree at the start of global routing: 61
  – Overflow left after global routing: 0
  – Number of antenna violations at the first check in global routing: 0
  – Global-route wire length before repair: 21.87 mm
  – Number of global-route vias before repair: 4,280

Die
  – Top-level I/O count: 144
  – Area of the chip: 13,680 um^2
  – Floorplan die width: 116.9 um
  – Number of rows created at floorplan: 41
  – Core utilization at floorplan: 0.5172
  – Core box area: 12,770 um^2
  – Die height: 116.9 um

Worst setup path
  – Register-to-register setup slack: 4090 ps
  – Category of the worst setup path capture point: output pin
  – Family with the most delay on the worst path: flip-flops
  – Cell with the largest stage delay on the worst path: sky130_fd_sc_hd__dfstp_2
  – Highest net fanout along the worst path: 3
  – Required time at the worst-slack endpoint: 5040 ps
  – Reg-to-reg endpoint: u_custom_ip.data_out[27]$_DFFE_PN0P_
  – Biggest cell delay along the critical path: 540 ps
  – Buffer-and-inverter tally for the worst setup path: 1
  – Critical Setup Path Class: flop to output pin
  – Data arrival time of the critical path: 1410 ps
  – CP cell instances: clkdlybuf4s50_1
  – Reg2Reg Launch Point: u_axi_slave.u_regblock.data_in[8]$_DFFE_PN0P_
  – Length in cells of the worst reg-to-reg path: 4
  – Critical Path Source Type: flop

Min path
  – Hold-critical path depth: 1
  – Startpoint of the most critical hold path: u_axi_slave.aw_seen$_DFFE_PN0P_
  – Hold Crit Endpoint: u_axi_slave.AWREADY$_DFF_PN1_
  – Path type of the worst min-delay path: flop to flop

Detailed routing
  – Detailed-route wire length: 13.08 mm
  – Final ANT Viol Nets: 0
  – Number of DRC violations after detailed routing: 0
  – Average wire per cell in the routed design: 15.87 um
  – Number of antenna diodes: 0
  – DR vias: 4,501
  – Number of violations reported at the end of detailed-routing iteration 0: 237
  – Average vias per placed instance: 5.462
  – Total iterations of the first detailed-routing run: 4

Place
  – HPWL after DPL: 8.683 mm
  – Total of buffers placed on input and output ports: 89
  – Total cell area at the placement stage: 7630 um^2
  – RePlAce Congestion: 0.7885

Synth
  – Number of cells in Yosys stat: 556
  – Number of enable-type register cells in the synthesized netlist: 0
  – Async S/R FF share, synth: 1.000
  – Share of the synthesized area in the top cell type: 0.5833
  – Total standard cell area after synthesis: 6606 um^2
  – Distinct cells, synth: 42
  – Share of synthesized area occupied by flip-flops and latches: 0.5953
  – Post-synth regs: 157
  – Dominant Register Cell: sky130_fd_sc_hd__dfrtp_1
  – Post-synth area from yosys stat: 6606 um^2
  – Gate count of the mapped netlist: 556
  – Syn avg cell area: 11.88 um^2
  – Cells taking the most area after synthesis: sky130_fd_sc_hd__dfrtp_1 58%, sky130_fd_sc_hd__mux2_2 13%, sky130_fd_sc_hd__nand2_1 2.7%
  – Largest area contributor in the netlist: sky130_fd_sc_hd__dfrtp_1
  – Number of warnings printed during yosys synthesis: 4

Finish
  – Area of all placed cells without fillers: 8204 um^2
  – Area delta synth->final: 24.19%
  – Number of fill cells in the layout: 992
  – Layout cells sized above 1: 0.1902

Clocking
  – Number of gates given a new drive strength after cts: 0
  – Cell at the root of the clock tree: sky130_fd_sc_hd__clkbuf_16
  – Maximum buffer depth of the clock tree: 2
  – Hold_buf cts: 0
  – Clock buffer count from CTS: 17
  – Clock insertion delay at the later pin of the skew report: 420 ps
  – Reg clk slew, reported paths: 60 ps
  – Max H-tree Level: 4
  – Clock net sink count: 157
  – CTS tree: done
  – Number of setup buffers added after CTS: 0

Power and ir drop
  – PD cells: 379.0 nW/um^2
  – Max VDD drop: 278.8 uV
  – Static leakage: 3.480 nW

Run
  – OpenROAD warning count: 78
  – Maximum Capacitance Violations: 0
## layout make-up
type / count / area [um^2] / area share
flip-flops and latches: 157 / 3933 / 0.4793
multi-input cells: 357 / 2489 / 0.3033
repair buffers: 99 / 967.2 / 0.1179
clock buffers: 24 / 481.7 / 0.05872
well taps: 172 / 215.2 / 0.02623
clock inverters: 8 / 92.59 / 0.01129
inverters: 7 / 26.28 / 0.003203
## synthesized netlist by cell type, types with 5 or more instances
cell type,count
sky130_fd_sc_hd__mux2_2,76
sky130_fd_sc_hd__dfrtp_1,154
sky130_fd_sc_hd__a22oi_1,23
sky130_fd_sc_hd__a31oi_1,12
sky130_fd_sc_hd__clkbuf_1,27
sky130_fd_sc_hd__nand2_1,48
sky130_fd_sc_hd__nand3_1,11
sky130_fd_sc_hd__o31ai_1,6
sky130_fd_sc_hd__inv_1,7
sky130_fd_sc_hd__a221o_1,7
sky130_fd_sc_hd__nor2b_1,8
sky130_fd_sc_hd__and2_1,5
sky130_fd_sc_hd__or3_1,5
sky130_fd_sc_hd__and4_1,7
sky130_fd_sc_hd__xor2_1,9
sky130_fd_sc_hd__nor2_1,44
sky130_fd_sc_hd__a21oi_1,25
sky130_fd_sc_hd__or4_1,8
sky130_fd_sc_hd__nand4_1,8
sky130_fd_sc_hd__o21ai_0,26
## logic make-up after synthesis
| logic type | count (synthesis) | synth area share |
|---|---|---|
| adders and majority gates | 3 | 0.005682 |
| buffers and inverters | 43 | 0.02860 |
| AOI/OAI and AO/OA | 106 | 0.1027 |
| xor gates and xnor gates | 11 | 0.01458 |
| DFF | 157 | 0.5953 |
| other | 1 | 0.0005676 |
| muxes | 77 | 0.1311 |
| and+or+nand+nor | 158 | 0.1216 |
## worst max path at each step
stage | cells past startpoint | endpoint | start | slack (ps)
CTS | 1 | AWREADY | u_axi_slave.AWREADY$_DFF_PN1_ | 3610
global route | 1 | ARREADY | u_axi_slave.ARREADY$_DFF_PN1_ | 3580
finish | 1 | AWREADY | u_axi_slave.AWREADY$_DFF_PN1_ | 3630
## state kept, by name (all words and copies together) (netlist names), 3 cells and up
signal                          flops
u_custom_ip.cnt                     3
u_axi_slave.aw_addr                 6
u_axi_slave.ar_addr                 6
u_axi_slave.wdata                  32
u_axi_slave.u_regblock.data_in     32
u_custom_ip.data_out               32
u_axi_slave.RDATA                  32
## layout by cell type, fill, tap and decap left out, types with 4 or more instances in the layout
cell | synthesis | final
sky130_fd_sc_hd__dfrtp_1 | 154 | 154
sky130_fd_sc_hd__clkdlybuf4s50_1 | 0 | 88
sky130_fd_sc_hd__mux2_2 | 76 | 76
sky130_fd_sc_hd__nand2_1 | 48 | 48
sky130_fd_sc_hd__nor2_1 | 44 | 44
sky130_fd_sc_hd__o21ai_0 | 26 | 26
sky130_fd_sc_hd__a21oi_1 | 25 | 25
sky130_fd_sc_hd__a22oi_1 | 23 | 23
sky130_fd_sc_hd__clkbuf_16 | 0 | 17
sky130_fd_sc_hd__a31oi_1 | 12 | 12
sky130_fd_sc_hd__nand3_1 | 11 | 11
sky130_fd_sc_hd__buf_4 | 3 | 10
sky130_fd_sc_hd__xor2_1 | 9 | 9
sky130_fd_sc_hd__nor2b_1 | 8 | 8
sky130_fd_sc_hd__nand4_1 | 8 | 8
sky130_fd_sc_hd__or4_1 | 8 | 8
sky130_fd_sc_hd__inv_1 | 7 | 7
sky130_fd_sc_hd__a221o_1 | 7 | 7
sky130_fd_sc_hd__and4_1 | 7 | 7
sky130_fd_sc_hd__o31ai_1 | 6 | 6
sky130_fd_sc_hd__and2_1 | 5 | 5
sky130_fd_sc_hd__or3_1 | 5 | 5
sky130_fd_sc_hd__clkinv_2 | 0 | 5
sky130_fd_sc_hd__clkbuf_1 | 27 | 4
## metal layers
metal  GRT usage  wire length [um]  vias to the layer above
met5           0                 0                        -
met4     0.02616               180                        0
met3     0.03933               792                       14
met2      0.2915              5328                      128
met1      0.3935              6775                     2182
li1            -                 -                     2177
## per-stage QoR
step	utilization	power [W]	hold WS, ps	std cells	setup WS [ps]
floorplan	-	0.001906	385.0	557	4085
global placement	0.5973	0.002113	412.8	792	3638
detailed placement	0.5973	0.002148	405.0	792	3601
CTS	0.6423	0.003144	426.3	824	3613
global route	0.6423	0.003305	461.5	824	3584
finish	0.6423	0.003110	426.3	824	3633
## report_power, final
group | switching [W] | internal [W]
sequential | 0.000216 | 0.00134
clock | 0.000374 | 0.000611
combinational | 0.000232 | 0.000337
Power is estimated from default activity; no workload was simulated.
